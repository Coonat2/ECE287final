[flow/run.sh]
#!/bin/bash
# OpenROAD 26Q1-2900-gdf79404cd8, Yosys 0.63+post, stock flow scripts
make -C /OpenROAD-flow-scripts/flow DESIGN_CONFIG=/design/flow/config.mk WORK_HOME=/design/flow/orfs finish
[flow/config.mk]
export PLATFORM = sky130hd
export DESIGN_NAME = HighPassFilter
export DESIGN_NICKNAME = HighPassFilter
export VERILOG_FILES = /design/flow/design.v
export SDC_FILE = /design/flow/constraint.sdc
export NUM_CORES = 4
export LEC_CHECK = 1
export CORE_UTILIZATION = 30
[flow/constraint.sdc]
current_design HighPassFilter

set clk_period 8.0
set clk_io_pct 0.2

create_clock -name clk0 -period $clk_period [get_ports {AUD_BCLK}]

set non_clock_inputs [all_inputs -no_clocks]
set_input_delay [expr $clk_period * $clk_io_pct] -clock clk0 $non_clock_inputs
set_output_delay [expr $clk_period * $clk_io_pct] -clock clk0 [all_outputs]
[flow/design.v]
module HighPassFilter(
input clk,
input rst,
input AUD_BCLK,
input AUD_DACLRCK,
input AUD_ADCLRCK,
input [31:0]audioIn,
output reg [31:0]audioOut
);
reg [31:0]lastAudioIn;
wire signed [31:0]leftAudio = { {16{audioIn[31]}}, audioIn[31:16]};
reg signed [256:0]delayedLeft;
reg signed [31:0]filtLeft;
wire signed [31:0]rightAudio = { {16{audioIn[15]}}, audioIn[15:0]};
reg signed [256:0]delayedRight;
reg signed [31:0]filtRight;
parameter n0 = 32'd17706,
			 n1 = 32'd43962,
			 n2 = 32'd39260,
			 n3 = 32'd04301,
			 n4 = 32'd32463,
			 den = 32'd10000;
assign		 b0 = n0/den;
assign		 b1 = n1/den;
assign		 b2 = n2/den;
assign		 b3 = n3/den;
assign		 b4 = n4/den;
always @(*)
begin
	audioOut[31:16] = filtLeft[15:0];
	audioOut[15:0] =  filtRight[15:0];
end
always @(posedge AUD_BCLK)
begin
	if (AUD_DACLRCK == 1)
		begin
			delayedLeft[255:224] <= delayedLeft[223:192];  
			delayedRight[255:224] <= delayedRight[223:192];
			delayedLeft[223:192] <= delayedLeft[191:160];  
			delayedRight[223:192] <= delayedRight[191:160];
			delayedLeft[191:160] <= delayedLeft[159:128];  
			delayedRight[191:160] <= delayedRight[159:128];
			delayedLeft[159:128] <= delayedLeft[127:96];  
			delayedRight[159:128] <= delayedRight[127:96];
			delayedLeft[127:96] <= delayedLeft[95:64];  
			delayedRight[127:96] <= delayedRight[95:64];
			delayedLeft[95:64] <= delayedLeft[63:32];  
			delayedRight[95:64] <= delayedRight[63:32];
			delayedLeft[63:32] <= delayedLeft[31:0];  
			delayedRight[63:32] <= delayedRight[31:0];
			delayedLeft[31:0] <= leftAudio;  
			delayedRight[31:0] <= rightAudio;
		end
end
always @(posedge AUD_BCLK)
begin
	if (AUD_DACLRCK == 1)
		begin
			filtLeft <= (b1*$signed(delayedLeft[31:0]) - b0*$signed(leftAudio) - b2*$signed(delayedLeft[63:32]) - b3*$signed(delayedLeft[95:64]) + b4*$signed(delayedLeft[127:96]) - b3*$signed(delayedLeft[159:128]) - b2*$signed(delayedLeft[191:160]) + b1*$signed(delayedLeft[223:192]) - b0*$signed(delayedLeft[255:224]));			
			filtRight <= (b1*$signed(delayedRight[31:0]) - b0*$signed(rightAudio) - b2*$signed(delayedRight[63:32]) - b3*$signed(delayedRight[95:64]) + b4*$signed(delayedRight[127:96]) - b3*$signed(delayedRight[159:128]) - b2*$signed(delayedRight[191:160]) + b1*$signed(delayedRight[223:192]) - b0*$signed(delayedRight[255:224]));
		end
end
endmodule
==> CHANGELOG.md <==
## Flow update

* Status: finished clean
* Distinct lib cells at 48
* Total power draw at 0.00480 W
* Element type at the critical path start: primary input
* GRT overflow at 0
* Vias in the first global route at 6308
* Clk pwr share at 30.8%
* Pwr dens at 314 nW/um2
* Setup Fix Bufs, Post-CTS at 0
* Tool warnings at 32
* GP Congestion at 0.839
* CTS root buf: clkbuf_16
* Synth Cell Area at 12900 um2
* Reg power frac at 41.2%
* Skew final at 13.8 ps
* Pin count of the biggest net entering global routing at 63
* # IOs at 69
* GRT Overall Usage at 9.69%
* Worst vdd ir at 143 uV
* EDFF count, synth at 288
* H-tree Lvls at 2
* Die width at 209 um
* Floorplan utilization at 30.6%
* Average wire per standard cell at 12.8 um
* Cell row count at 75
* Endpoint type of the worst setup path: flop
* Number of vias per cell at 4.14
* Clk sink count at 288
* Final-report max-slew violation count at 0
* Maxcap violations at 0
* Post-Route WL at 18.9 mm
* Combinational Power Share at 28.0%
* Ys cells at 816
* Worst-margin pin slew at 768 ps
* Inst Count DP at 1419
* Yosys warning total at 6
* Post-cts resize count at 0
* Filler Cell Count at 3967
* Yosys stat area at 12900 um2
* Pre-Repair DR Iteration Count at 4
* Routed Antenna Nets at 0
* Cell-internal power at 0.00346 W
* # DRC at 0
* Net Sw Frac at 28.0%
* Non-filler cells in the finished layout at 1478
* Final core utilization at 36.3%
* Share of cells above drive strength 1 at 6.71%
* Cts hold-fix bufs at 0
* Clock Tree Buf Depth at 3
* Die Height at 209 um
* Top cells by area, synth: edfxtp_1 67%, fa_1 14%, inv_1 6.2%, ha_1 3.3%, xnor2_1 1.8%
* Avg Cell Area, Syn at 15.8 um2
* Setup WS pre-CTS at 2350 ps
* Hold Path Class: reg2reg
* Sw power at 0.00134 W
* Ys flop type: edfxtp_1
* Post-route setup slack at 2810 ps
* Achievable Freq at 193 MHz
* Flops after synth at 288
* Critical path fanouts, max at 11
* Fin crit share at 64.8%
* Worst reg-to-reg setup slack at 4160 ps
* Hold Fails Final Rpt at 0
* Lkg Pwr at 6.10 nW
* Worst endpoint data arrival time at 5430 ps
* Initial antenna violation count at 2
* HPWL after DPL at 12.8 mm
* Full die area at 43900 um2
* FFs w/ async S/R, synth at 0%
* PortBufs at 65
* CTS Buf Count at 34
* CP Class: in2reg
* Sequential fraction of the synthesis area at 67.0%
* Core Area at 42200 um2
* Clock-pin slew on the worst setup and hold paths at 60 ps
* TNS Setup at 0 ps
* Mapped Cells at 816
* TritonCTS clock tree: built
* Share of the synthesized area in the top cell type at 67.0%
* First-pass GRT wire length at 32.0 mm
* CP required at 8250 ps
* Largest area contributor in the synthesized netlist: edfxtp_1
* Fin crit period at 5190 ps
* RSZ-0062 raised after global routing: false
* Clk Latency, worst-skew pair at 510 ps
* Slew HR at 48.8%
* Via Count at 6112
* P&R area growth vs syn at 18.6%
* Ant. Diodes at 0
* DRT iter0 DRCs at 319
* Final setup violation count at 0
==> worst max-delay path, cell delays in order <==
cell	delay (ps)
clkdlybuf4s50_1	540
inv_1	90
fa_1	540
inv_1	50
fa_1	450
fa_1	490
inv_1	40
ha_1	460
and3_2	250
nand3_1	90
a211oi_1	520
mux2i_1	240
nand2_1	60
==> power by group through the flow <==
stage                 clock network (W)  registers (W)  logic [W]
final                           0.00148        0.00198    0.00135
after CTS                       0.00153        0.00199    0.00137
after global routing            0.00159        0.00200    0.00155
==> kinds of logic (layout without fill, tap and decap cells) <==
group / count (synthesis) / in the layout / share of synthesized area [%]
AOI/OAI and AO/OA: 79 / 79 / 3.99
xor gates and xnor gates: 36 / 36 / 2.44
adders and majority gates: 124 / 124 / 17.3
buffers and inverters: 219 / 342 / 6.47
DFF: 288 / 288 / 67.0
muxes: 1 / 1 / 0.0776
and+or+nand+nor: 69 / 69 / 2.74
==> area by class of cell <==
| cell class | count | area, um2 | area share, % |
|---|---|---|---|
| multi-input combinational | 309 | 3420 | 22.4 |
| clock inverter | 15 | 124 | 0.809 |
| tap | 539 | 674 | 4.41 |
| sequential | 288 | 8650 | 56.5 |
| clock buffer | 44 | 952 | 6.22 |
| timing repair buffer | 69 | 686 | 4.48 |
| inverter | 214 | 803 | 5.25 |
==> routing by layer <==
layer  GRT usage, %  up-vias  wire length, um
met5              0        -               23
met4           2.36        4              514
met3           4.02       36             1670
met2           12.3      145             7510
met1           16.4     2992             9190
li1               -     2935                -
==> state kept, by name, indices dropped and copies added (netlist names) <==
register      count
filtLeft         16
delayedLeft     128
delayedRight    128
filtRight        16
==> through the flow <==
step / area, um2 / hold WS [ps]
2_1_floorplan: 12900 / 400
3_3_place_gp: 14200 / 400
3_5_place_dp: 14200 / 405
4_1_cts: 15300 / 411
5_1_grt: 15300 / 415
6_report: 15300 / 411
==> placed cells by master, fill, tap and decap left out, types with 2 or more instances in the layout <==
cell and instances:
clkbuf_16 37, xnor2_1 26, nor3_1 6, clkbuf_1 7
edfxtp_1 288, o22ai_1 2, bufinv_16 2, a2111oi_0 2
buf_4 4, nor3b_1 2, xor2_1 10, nand3_1 7
inv_1 214, and3_1 2, clkinv_2 5, or2_2 4
clkdlybuf4s50_1 64, fa_1 90, o211ai_1 6, nor2b_1 4
a211oi_1 6, o31ai_1 2, a21o_1 6, clkinv_1 6
and2_1 2, nor2_1 13, o21ai_0 14, o21a_1 2
ha_1 34, a21boi_0 2, a21oi_1 27, nand4_1 2
nand2_1 19
==> synth_stat cells (4+ instances only) <==
cell / n
a21o_1: 6
xnor2_1: 26
o211ai_1: 6
or2_2: 4
a21oi_1: 27
xor2_1: 10
ha_1: 34
a211oi_1: 6
edfxtp_1: 288
nand3_1: 7
nor3_1: 6
o21ai_0: 14
inv_1: 214
nor2_1: 13
nor2b_1: 4
nand2_1: 19
fa_1: 90
==> worst paths after layout <==
path,from,endpoint,cells past startpoint
worst max-delay path,audioIn[9],filtRight[14],13
worst max register to register,delayedRight[33],filtRight[14],13
worst min-delay path,delayedLeft[135],delayedLeft[167],0
worst min register to register,delayedLeft[135],delayedLeft[167],0
Power figures rest on the tool's default switching activity, not on a simulated workload.
