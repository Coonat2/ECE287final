[./run.sh]
#!/bin/bash
# OpenROAD 26Q1-2900-gdf79404cd8, Yosys 0.63+post, stock flow scripts
make -C /OpenROAD-flow-scripts/flow DESIGN_CONFIG=/design/flow/config.mk WORK_HOME=/design/flow/orfs finish
[./config.mk]
export PLATFORM = sky130hd
export DESIGN_NAME = FIR
export DESIGN_NICKNAME = FIR
export VERILOG_FILES = /design/flow/design.v
export SDC_FILE = /design/flow/constraint.sdc
export NUM_CORES = 4
export LEC_CHECK = 1
export CORE_UTILIZATION = 40
[./constraint.sdc]
current_design FIR

set clk_period 11.9
set clk_io_pct 0.2

create_clock -name clk0 -period $clk_period [get_ports {AUD_BCLK}]

set non_clock_inputs [all_inputs -no_clocks]
set_input_delay [expr $clk_period * $clk_io_pct] -clock clk0 $non_clock_inputs
set_output_delay [expr $clk_period * $clk_io_pct] -clock clk0 [all_outputs]
[./design.v]
module FIR(
input clk,
input rst,
input AUD_BCLK,
input AUD_DACLRCK,
input AUD_ADCLRCK,
input [31:0]audioIn,
output reg [31:0]audioOut
);
reg [31:0]lastAudioIn;
wire signed [31:0]leftAudio = { {16{audioIn[31]}}, audioIn[31:16]};
reg signed [256:0]delayedLeft;
reg signed [31:0]filtLeft;
wire signed [31:0]rightAudio = { {16{audioIn[15]}}, audioIn[15:0]};
reg signed [256:0]delayedRight;
reg signed [31:0]filtRight;
always @(*)
begin
	audioOut[31:16] = filtLeft[15:0];
	audioOut[15:0] =  filtRight[15:0];
end
always @(posedge AUD_BCLK)
begin
	if (AUD_DACLRCK == 1)
		begin
			delayedLeft[255:224] <= delayedLeft[223:192];  
			delayedRight[255:224] <= delayedRight[223:192];
			delayedLeft[223:192] <= delayedLeft[191:160];  
			delayedRight[223:192] <= delayedRight[191:160];
			delayedLeft[191:160] <= delayedLeft[159:128];  
			delayedRight[191:160] <= delayedRight[159:128];
			delayedLeft[159:128] <= delayedLeft[127:96];  
			delayedRight[159:128] <= delayedRight[127:96];
			delayedLeft[127:96] <= delayedLeft[95:64];  
			delayedRight[127:96] <= delayedRight[95:64];
			delayedLeft[95:64] <= delayedLeft[63:32];  
			delayedRight[95:64] <= delayedRight[63:32];
			delayedLeft[63:32] <= delayedLeft[31:0];  
			delayedRight[63:32] <= delayedRight[31:0];
			delayedLeft[31:0] <= leftAudio;  
			delayedRight[31:0] <= rightAudio;
		end
end
always @(posedge AUD_BCLK)
begin
	if (AUD_DACLRCK == 1)
		begin
			filtLeft <= ($signed(leftAudio) + $signed(delayedLeft[31:0]) + $signed(delayedLeft[63:32]) + $signed(delayedLeft[95:64]) + $signed(delayedLeft[127:96]) + $signed(delayedLeft[159:128]) + $signed(delayedLeft[191:160]) + $signed(delayedLeft[223:192]) + $signed(delayedLeft[255:224]))/$signed(32'd8);			
			filtRight <= ($signed(rightAudio) + $signed(delayedRight[31:0]) + $signed(delayedRight[63:32]) + $signed(delayedRight[95:64]) + $signed(delayedRight[127:96]) + $signed(delayedRight[159:128]) + $signed(delayedRight[191:160]) + $signed(delayedRight[223:192]) + $signed(delayedRight[255:224]))/$signed(32'd8);
		end
end
endmodule
==> out/metrics.csv <==
stage,metric,value,unit
run_status,status,"complete, no violations",
clocking,cts_max_path_buffers,3,
global_routing,grt_pass1_wl,41.6,mm
synthesis,top_area_share,51.5,%
place,place_area,0.0181,mm2
final_timing,finalSetupTns,0,ps
run,drv_cap,0,
route,vias,8131,
floorplan,die-area,0.0428,mm2
cells_and_area,final-comb-area,0.00685,mm2
global_routing,grt_max_degree,79,
synthesis,postSynthSeqShare,51.5,%
global_routing,grt_pass1_vias,8909,
synthesis,syn_avg_cell_area,14.6,um2
synthesis,enable_flop_cells,288,
cells_and_area,finalNonFillerCells,1812,
synthesis,ys_seq_elements,288,
worst_hold_path,min-delay-path-class,reg2reg,
floorplan,core,0.0411,mm2
floorplan,fp_util,40.9,%
worst_setup_path,crit_fanout,6,
clocking,clk_root_buffer_cell,clkbuf_16,
worst_setup_path,required,12170,ps
clocking,clkLatencyLatePin,530,ps
place,numPortBuffers,65,
route,routed.top_layer,met5,
route,wl_met3,1.83,mm
route,wirelength,23.6,mm
cells_and_area,syn2layout_area_growth,14.2,%
place,gp_congestion,0.799,
clocking,htree_num_levels,2,
clocking,post_cts_buffers,0,
synthesis,synthAoiAreaFrac,3.52,%
final_timing,finalHoldViolations,0,
synthesis,topCellsByArea,"edfxtp_1, fa_1, inv_1",
route,m1WireLength,10.8,mm
synthesis,synthAdderAreaFrac,30.8,%
final_timing,tightest_slew,786,ps
place,hpwlAfterDp,17.3,mm
worst_setup_path,startpoint_type,input pin,
synthesis,ys_area,0.0168,mm2
synthesis,ys.flop_type,edfxtp_1,
floorplan,die_h,207,um
synthesis,synth_cell_type_count,58,
route,post_drt_wl_per_cell,13.0,um
synthesis,synth-simple-area-share,3.51,%
worst_setup_path,cp.arrival,8900,ps
route,via_per_inst,4.49,
cells_and_area,final_cell_area,0.0192,mm2
route,drcViolationCount,0,
synthesis,top_area_cell,edfxtp_1,
global_routing,grt_usage,13.2,%
clocking,cts.sinks,288,
cells_and_area,n_fill_cell,3582,
final_timing,relSlewSlack,47.6,%
synthesis,synth-warning-count,1,
final_timing,post-route-period-util,72.5,%
synthesis,ys_top_logic_family,adder cells,
clocking,cts_hold_buf,0,
worst_setup_path,end_kind,flop,
cells_and_area,drive_above_1_share,4.61,%
route,first_iter_violations,317,
final_timing,rsz0062_at_grt,no,
synthesis,ys_cells,1154,
clocking,clk_pin_slew,60,ps
clocking,ctsResizeCount,0,
clocking,numCtsBuffers,34,
final_timing,finalClockSkew,10.2,ps
global_routing,antenna_found_initial,2,
worst_setup_path,path_class,in2reg,
cells_and_area,fin_util,46.7,%
synthesis,netlist_instances,1154,
final_timing,period_minus_slack,8630,ps
final_timing,setup-violations-final,0,
final_timing,fmax,0.116,GHz
floorplan,fp-row-count,74,
place,dp.cells,1753,
clocking,cts_tree,built,
floorplan,die_x,207,um
run,openroad.warnings,28,
synthesis,ys_sh_mux,0.119,%
route,drtAntennaViolNets,0,
global_routing,overflow,0,
synthesis,async_flop_share,0,%
floorplan,io_pins,69,
cells_and_area,final-seq-area,0.00865,mm2
final_timing,final_max_slew_viol_count,0,
route,firstDrtPassIters,17,
synthesis,syn_area,0.0168,mm2
route,dr_wl_met2,10.3,mm
synthesis,xor_share,2.80,%
[cells in the mapped netlist (10+ instances only)]
cell      instances
xnor2_1          28
fa_1            230
edfxtp_1        288
nand3_1          13
xor2_1           23
a21o_1           12
inv_1           342
nor3_1           10
ha_1             46
a21oi_1          16
nor2_1           20
nand2_1          23
[critical path, stage by stage]
cell	delay, ps
clkdlybuf4s50_1	480
inv_1	60
fa_1	530
inv_1	60
fa_1	510
fa_1	550
inv_1	60
fa_1	530
inv_1	40
ha_1	350
a21oi_1	300
o211ai_1	260
o22ai_1	410
o31a_1	230
a21oi_1	90
a21o_1	180
a2111oi_0	670
o32a_1	280
ha_1	160
ha_1	180
and3_1	290
nand3_1	130
xnor2_1	160
[layout make-up]
cell class	count	share of cell area, %
flip-flops and latches	288	45.1
multi-input cells	522	35.7
inverters	342	6.69
clock buffers	44	4.96
repair buffers	69	3.57
well taps	532	3.47
clock inverters	14	0.509
diodes	1	0.0130
[path summary, 6_finish.rpt]
path / start / endpoint / slack [ps] / depth (start not counted)
worst max-delay path: audioIn[6] / filtRight[12] / 3270 / 23
worst min register to register: delayedLeft[110] / delayedLeft[142] / 450 / 0
worst max register to register: delayedRight[6] / filtRight[12] / 5300 / 22
worst min-delay path: delayedLeft[110] / delayedLeft[142] / 450 / 0
[through the flow]
step / setup WS [ps] / hold WS, ps
floorplan: 3990 / 426
global placement: 2660 / 429
detailed placement: 2660 / 433
CTS: 3190 / 448
global route: 2690 / 452
finish: 3270 / 446
[cells by family (layout without fill, tap and decap cells)]
kind of cell / Yosys count / after routing
AND-OR/OR-AND: 82 / 82
XOR/XNOR: 52 / 52
adder cells (fa/ha/maj): 276 / 276
buffers and inverters: 344 / 469
flip-flops: 288 / 288
multiplexers: 2 / 2
other: 0 / 1
AND/OR/NAND/NOR: 110 / 110
[layout by cell type (no fill, tap or decap), types with 3 or more instances in the layout]
cell type and n:
xnor2_1 28, edfxtp_1 288, nor3_1 10, a21o_1 12, nand3_1 13, a21oi_1 16
nand4_1 3, and3_1 8, inv_1 342, clkdlybuf4s50_1 64, nand2_1 23, clkinv_1 6
ha_1 46, a211oi_1 4, clkinv_2 3, clkinvlp_4 4, buf_4 4, o21bai_1 5
o21ai_0 7, o21ai_1 6, nor4_1 3, nor2_1 20, xor2_1 23, nand2b_1 3
clkbuf_16 37, and2_1 8, or3_1 4, fa_1 230, clkbuf_1 7, o211ai_1 3
a31oi_1 6
[layer usage]
| layer | GRT usage (%) | up-vias |
|---|---|---|
| met5 | 0 | - |
| met4 | 2.92 | 2 |
| met3 | 5.19 | 43 |
| met2 | 17.9 | 169 |
| met1 | 22.1 | 4014 |
| li1 | - | 3903 |
[state kept, by name, indices dropped and copies added (netlist names)]
signal and flops:
filtRight 16, delayedLeft 128, delayedRight 128, filtLeft 16
