==> ./config.mk <==
export PLATFORM = sky130hd
export DESIGN_NAME = LowPassFilter
export DESIGN_NICKNAME = LowPassFilter
export VERILOG_FILES = /design/flow/design.v
export SDC_FILE = /design/flow/constraint.sdc
export NUM_CORES = 4
export LEC_CHECK = 1
export CORE_UTILIZATION = 40
==> ./constraint.sdc <==
current_design LowPassFilter

set clk_period 6.1
set clk_io_pct 0.2

create_clock -name clk0 -period $clk_period [get_ports {AUD_BCLK}]

set non_clock_inputs [all_inputs -no_clocks]
set_input_delay [expr $clk_period * $clk_io_pct] -clock clk0 $non_clock_inputs
set_output_delay [expr $clk_period * $clk_io_pct] -clock clk0 [all_outputs]
==> ./run.sh <==
#!/bin/bash
# OpenROAD 26Q1-2900-gdf79404cd8, Yosys 0.63+post, stock flow scripts
make -C /OpenROAD-flow-scripts/flow DESIGN_CONFIG=/design/flow/config.mk WORK_HOME=/design/flow/orfs finish
==> ./design.v <==
module LowPassFilter(
input clk,
input rst,
input AUD_BCLK,
input AUD_DACLRCK,
input AUD_ADCLRCK,
input [31:0]audioIn,
output reg [31:0]audioOut
);
reg [31:0]lastAudioIn;
wire signed [31:0]leftAudio = { {16{audioIn[31]}}, audioIn[31:16]};
reg signed [256:0]delayedLeft;
reg signed [31:0]filtLeft;
wire signed [31:0]rightAudio = { {16{audioIn[15]}}, audioIn[15:0]};
reg signed [256:0]delayedRight;
reg signed [31:0]filtRight;
parameter n0 = 32'd00834,
			 n1 = 32'd12265,
			 n2 = 32'd22513,
			 n3 = 32'd37552,
			 n4 = 32'd39715,
			 den = 32'd10000;
assign		 b0 = n0/den;
assign		 b1 = n1/den;
assign		 b2 = n2/den;
assign		 b3 = n3/den;
assign		 b4 = n4/den;
always @(*)
begin
	audioOut[31:16] = filtLeft[15:0];
	audioOut[15:0] =  filtRight[15:0];
end
always @(posedge AUD_BCLK)
begin
	if (AUD_DACLRCK == 1)
		begin
			delayedLeft[255:224] <= delayedLeft[223:192];  
			delayedRight[255:224] <= delayedRight[223:192];
			delayedLeft[223:192] <= delayedLeft[191:160];  
			delayedRight[223:192] <= delayedRight[191:160];
			delayedLeft[191:160] <= delayedLeft[159:128];  
			delayedRight[191:160] <= delayedRight[159:128];
			delayedLeft[159:128] <= delayedLeft[127:96];  
			delayedRight[159:128] <= delayedRight[127:96];
			delayedLeft[127:96] <= delayedLeft[95:64];  
			delayedRight[127:96] <= delayedRight[95:64];
			delayedLeft[95:64] <= delayedLeft[63:32];  
			delayedRight[95:64] <= delayedRight[63:32];
			delayedLeft[63:32] <= delayedLeft[31:0];  
			delayedRight[63:32] <= delayedRight[31:0];
			delayedLeft[31:0] <= leftAudio;  
			delayedRight[31:0] <= rightAudio;
		end
end
always @(posedge AUD_BCLK)
begin
	if (AUD_DACLRCK == 1)
		begin
			filtLeft <= (b0*$signed(leftAudio) + b1*$signed(delayedLeft[31:0]) + b2*$signed(delayedLeft[63:32]) + b3*$signed(delayedLeft[95:64]) + b4*$signed(delayedLeft[127:96]) + b3*$signed(delayedLeft[159:128]) + b2*$signed(delayedLeft[191:160]) + b1*$signed(delayedLeft[223:192]) + b0*$signed(delayedLeft[255:224]));			
			filtRight <= (b0*$signed(rightAudio) + b1*$signed(delayedRight[31:0]) + b2*$signed(delayedRight[63:32]) + b3*$signed(delayedRight[95:64]) + b4*$signed(delayedRight[127:96]) + b3*$signed(delayedRight[159:128]) + b2*$signed(delayedRight[191:160]) + b1*$signed(delayedRight[223:192]) + b0*$signed(delayedRight[255:224]));
		end
end
endmodule
==> flow_summary.json <==
{
  "die-area_mm2": 0.0303,
  "dp_hpwl_um": 9770,
  "initial_core_util": 0.409,
  "synth_warnings": 6,
  "core_mm2": 0.0289,
  "hold-worst-slack_ns": 0.411,
  "met3_usage": 0.0370,
  "critPathRequiredTime_ns": 6.48,
  "dr_total_vias": 5449,
  "worst-path-buf-inv": 1,
  "edf_count": 256,
  "met1_usage": 0.219,
  "cts_hold_buf": 0,
  "port_buffers": 65,
  "outcome": "complete, no violations",
  "cpMostUsedCell": "fa_1",
  "clk_pin_slew_worst_paths_ns": 0.06,
  "met2_usage": 0.156,
  "syn_area_per_cell_um2": 15.1,
  "drc": 0,
  "grt_pass1_vias": 5612,
  "arrival_ns": 4.41,
  "internal_power_w": 0.00414,
  "clock_path_buffers": 3,
  "cp_slowest_cell": "fa_1",
  "preCtsSetupSlack_ns": 2.07,
  "grt_max_degree": 125,
  "drt-wirelength-per-cell_um": 11.8,
  "cts_tree": "done",
  "maxCapViolCount": 0,
  "finalHoldViolCount": 0,
  "overflow": 0,
  "fin_tns_setup_ns": 0,
  "worst_setup_path_end_kind": "register",
  "setup_viol": 0,
  "mostFrequentLayoutCells": "inv_1 (258), edfxtp_1 (256), fa_1 (88), clkdlybuf4s50_1 (64), ha_1 (32)",
  "postLayoutSetupSlackWorst_ns": 2.06,
  "flop_cell": "edfxtp_1",
  "skew_ns": 0.0118,
  "async_reset_ff_frac": 0,
  "p_sw_w": 0.00164,
  "final_core_util": 0.481,
  "die.size.y_um": 174,
  "via_per_inst": 4.24,
  "ys_cells": 783,
  "die_w_um": 174,
  "cts_buffers": 28,
  "clock_sinks": 256,
  "crit_path_max_fanout": 3,
  "fmax_ghz": 0.248,
  "io_pins": 69,
  "finalWeightedCongestion": 0.792,
  "detail-route-antenna-nets": 0,
  "criticalPathCategory": "register to register",
  "wirelength_um": 15200,
  "slew_headroom": 0.522,
  "num_antenna_cells": 0,
  "syn_inst": 783,
  "critPathTopFamily": "adder cells",
  "seqPwrFrac": 0.404,
  "yosys.cell_types.count": 40,
  "antenna_found_initial": 0,
  "power_density_mw_per_mm2": 415,
  "period_needed_ns": 4.04,
  "drt_iter0_markers": 227,
  "syn_to_final_growth_pct": 17.7,
  "total_power_w": 0.00578,
  "rsz0062_at_grt": "false",
  "sw_frac_of_total": 0.283,
  "p_comb_frac": 0.304,
  "ir_drop_mv": 0.225,
  "clock.latency.late_pin_ns": 0.53,
  "hold_path_class": "register to register",
  "power.share.clock": 0.292,
  "cts_resized": 0,
  "top_usage_layer": "met1",
  "worst_setup_path_start_kind": "register",
  "grt_pass1_wl_um": 26700,
  "path_cells": "fa_1, fa_1, fa_1, ha_1, inv_1, fa_1, and2b_1, o211ai_2, a211oi_2, o41ai_2, a22o_1, a211oi_2",
  "synth-seq-cells": 256,
  "synth_area_mm2": 0.0118,
  "ys_seq_share": 0.650,
  "worst_pin_slew_ns": 0.717,
  "yosysChipArea_mm2": 0.0118,
  "drtPass1Iterations": 4,
  "htreeDepth": 1,
  "slew_viol_final": 0,
  "leakage_nw": 5.87,
  "track_usage": 0.118,
  "warning_count": 30,
  "post-route-period-util": 0.662,
  "num_rows": 62,
  "cp_slowest_stage_delay_ns": 0.59,
  "lay_top_count": "inv_1",
  "root_buffer": "clkbuf_16",
  "drive_gt1_frac": 0.0543,
  "post-cts-setup-buffer-count": 0
}
## flip-flops by register name (all words and copies together) (netlist names)
register,flops
delayedLeft,112
delayedRight,112
filtLeft,16
filtRight,16
## stage by stage
step / instances / cell area [um2]
6_report: 1286 / 13900
3_3_place_gp: 1234 / 13000
2_1_floorplan: 783 / 11800
5_1_grt: 1286 / 13900
3_5_place_dp: 1234 / 13000
4_1_cts: 1286 / 13900
## worst reg2reg max path: cells and delay by family, from the launching register on
kind | cells | cell delay [ns]
AND-OR/OR-AND | 5 | 0.98
AND/OR/NAND/NOR | 1 | 0.24
adder cells (fa/ha/maj) | 5 | 2.17
flip-flops | 1 | 0.43
buffers and inverters | 1 | 0.07
## synth_stat cells, types with 4 or more instances
cell type  count  share of area
nor2_1        13         0.0041
nand2_1        9         0.0029
o21a_1         4         0.0025
nand3_1        7         0.0030
a21o_1         8         0.0051
nor3_1         5         0.0021
inv_1        258          0.082
and3_1         5         0.0026
fa_1          88           0.15
edfxtp_1     256           0.65
o21ai_0        9         0.0038
xnor2_1       26          0.019
xor2_1         8         0.0059
a21oi_1       19         0.0080
ha_1          32          0.034
## logic make-up after synthesis
logic type      Yosys count  synth area share
compound gates           61            0.0357
xor+xnor                 35            0.0265
fa+ha+maj               120             0.183
buf+inv                 258            0.0819
flops                   256             0.650
simple gates             53            0.0233
## power groups by stage
stage / clock [W] / combinational [W] / sequential [W]
final: 0.00169 / 0.00176 / 0.00233
after global routing: 0.00182 / 0.00205 / 0.00236
after CTS: 0.00175 / 0.00180 / 0.00234
## routing by layer
layer  up-vias  share of wire
li1       2722              -
met1      2600           0.50
met2       104           0.42
met3        23          0.063
met4         0          0.020
met5         -              0
## path summary, 6_finish.rpt
kind              cells past startpoint                end               from  slack [ns]
hold reg to reg                       0  delayedRight[202]  delayedRight[170]        0.41
hold / removal                        0  delayedRight[202]  delayedRight[170]        0.41
setup reg to reg                     12       filtLeft[15]     delayedLeft[1]        2.06
setup / recovery                     12       filtLeft[15]     delayedLeft[1]        2.06
## final cells by class
cell class,instances,area [um2]
inverters,258,968
multi-input cells,269,3170
clock inverters,16,176
fillers,2441,15000
well taps,384,480
flip-flops and latches,256,7690
clock buffers,36,752
repair buffers,67,683
No activity file was given, so power comes from the tool's default toggle rates.
